[/design/flow/design.v]
localparam [4:0] ADD      = 5'b0_0000;
localparam [4:0] SUB      = 5'b0_0001;
localparam [4:0] MULT     = 5'b0_0010;  
localparam [4:0] DIV      = 5'b0_0011;  
localparam [4:0] MOV      = 5'b0_0100;
localparam [4:0] OR       = 5'b0_0101;
localparam [4:0] AND      = 5'b0_0110;
localparam [4:0] INV      = 5'b0_0111;
localparam [4:0] SLL      = 5'b0_1000;
localparam [4:0] SRR      = 5'b0_1001;						  
localparam [4:0] JEQ      = 5'b0_1010;
localparam [4:0] JNEQ     = 5'b0_1011; 
localparam [4:0] JGR      = 5'b0_1100;  
localparam [4:0] JLT      = 5'b0_1101;  
localparam [4:0] CALL     = 5'b0_1110; 
localparam [4:0] RET      = 5'b0_1111;
localparam [4:0] SW8_0    = 5'b1_0000;
localparam [4:0] SW8_1    = 5'b1_0001;
localparam [4:0] SW8_2    = 5'b1_0010;
localparam [4:0] SW8_3    = 5'b1_0011;
localparam [4:0] SW16_0   = 5'b1_0100;
localparam [4:0] SW16_1   = 5'b1_0101;
localparam [4:0] SW32     = 5'b1_0110;
localparam [4:0] IMMI_L   = 5'b1_0111;
localparam [4:0] LW8_0    = 5'b1_1000;
localparam [4:0] LW8_1    = 5'b1_1001;
localparam [4:0] LW8_2    = 5'b1_1010;
localparam [4:0] LW8_3    = 5'b1_1011;
localparam [4:0] LW16_0   = 5'b1_1100;
localparam [4:0] LW16_1   = 5'b1_1101;
localparam [4:0] LW32     = 5'b1_1110;
localparam [4:0] IMMI_H   = 5'b1_1111;
`timescale 1ns / 1ps
module mult_core(
    input wire  A_i,
    input wire  B_i,
    input wire  SP_i,
    input wire  C_i,
    output wire P_o,
    output wire C_o
);
wire A_w;
wire B_w;
assign C_o  = ( A_w & B_w ) | (C_i & (A_w ^ B_w));
assign P_o  = ( A_w ^ B_w ^ C_i);
assign A_w = SP_i;
assign B_w = A_i & B_i;
endmodule
`timescale 1ns / 1ps
module mult_csa(
    input  [7:0] C_i,
    input  [7:0] SP_i,
    input        C0_i,
    output [8:0] P_o
);
wire [8:0] Po_lower;
wire [8:0] Po_upper;
assign P_o = C0_i ? Po_upper : Po_lower;
mult_half_csa MULT_CSA_LOWER (
    .C_i    (C_i      ),
    .SP_i   (SP_i     ),
    .C0_i   (1'b0     ),
    .P_o    (Po_lower )
);
mult_half_csa MULT_CSA_UPPER (
    .C_i    (C_i      ),
    .SP_i   (SP_i     ),
    .C0_i   (1'b1     ),
    .P_o    (Po_upper )
);
endmodule
`timescale 1ns / 1ps
module mult_csa32( 
    input  [31:0] C_i,   
    input  [31:0] SP_i,  
    output [31:0] P_o
);
wire [8:0] Pf_w [3:0];
assign P_o[ 7: 0] = Pf_w[0][7:0];
assign P_o[15: 8] = Pf_w[1][7:0];
assign P_o[23:16] = Pf_w[2][7:0];
assign P_o[31:24] = Pf_w[3][7:0];
mult_csa MULT_BIT_31_24 (
    .C_i   (C_i [31:24] ),
    .SP_i  ({1'b1, SP_i[30:24]}),
    .C0_i  (Pf_w[2][8]  ),
    .P_o   (Pf_w [3]    )
);
mult_csa MULT_BIT_23_16 (
    .C_i   (C_i [23:16] ),
    .SP_i  (SP_i[23:16]  ),
    .C0_i  (Pf_w[1][8]  ),
    .P_o   (Pf_w [2]    )
);
mult_csa MULT_BIT_15_8 (
    .C_i   (C_i [15:8] ),
    .SP_i  (SP_i[15:8] ),
    .C0_i  (Pf_w[0][8] ),
    .P_o   (Pf_w [1]   )
);
mult_half_csa MULT_BIT_7_0 (
    .C_i   (C_i [7:0] ),
    .SP_i  (SP_i[7:0] ),
    .C0_i  (1'b0      ),
    .P_o   (Pf_w [0] )
);
endmodule
`timescale 1ns / 1ps
module mult_half_csa(
    input  [7:0] C_i,
    input  [7:0] SP_i,
    input        C0_i,
    output [8:0] P_o
);
wire [7:0] C_w;
assign P_o[8] = C_w[7];
for(genvar i0 = 0; i0 < 8; i0++) begin : MULT_END_GEN
    logic A_i;
    logic xSP_i;
    logic xC_i;
    if(i0 == 0) begin
        assign A_i = C0_i;
    end
    else begin
        assign A_i = C_w[i0-1];
    end
    mult_core u_MULTCORE0 (
        .A_i  (A_i      ),
        .B_i  (1'b1     ),
        .SP_i (SP_i[i0] ),
        .C_i  (C_i[i0]  ),
        .P_o  (P_o[i0]  ),
        .C_o  (C_w[i0]  )
    );
end
endmodule
`timescale 1ns / 1ps
module multiplier(
    input               clk,
    input               resetn,
    input [31:0]        A_i,
    input [31:0]        B_i,
    input               enable_i,
    input               up_or_low_i,
    input               sign_i,
    output logic [31:0] Product,
    output logic        ready_o
);
typedef enum bit[1:0] {
   IDLE        = 2'b00,
   EXECUTE     = 2'b01,
   PRODUCT_RES = 2'b10,
   OUTPUT      = 2'b11
} state_t; 
state_t mult_state;
state_t mult_state_nxt;
logic [31:0] A_r;
logic [31:0] B_r;
logic        sign_r;
logic        sign_res_r;
logic        up_or_low_r;
logic [4:0]  ctr_c;
logic [4:0]  ctr_r;
logic [4:0]  ctr_dup_r;
logic [31:0] CarryInterim;
logic [63:0] ProductInterim;
wire  [31:0] C_w;
wire  [31:0] P_w;
wire  [62:0] ProductInterim_Neg;
wire  [31:0] Pf_w;
assign ProductInterim_Neg = ~ProductInterim[62:0] + 1'b1;
always_comb begin
    mult_state_nxt = mult_state;
    case(mult_state)
        IDLE: begin
            if(enable_i) begin
                mult_state_nxt = EXECUTE;
            end
        end
        EXECUTE: begin
            if(ctr_r == 5'h1_F) begin
                mult_state_nxt = PRODUCT_RES;
            end
        end
        PRODUCT_RES: begin
            mult_state_nxt = OUTPUT;
        end
        OUTPUT: begin
            mult_state_nxt = IDLE;
        end
    endcase
end
always_ff @(posedge clk, negedge resetn) begin
    if(~resetn) begin
        mult_state <= IDLE;
    end
    else begin
        mult_state <= mult_state_nxt;
    end
end
always_comb begin
    ctr_c = ctr_r;
    if(mult_state == IDLE) begin
        ctr_c = 5'h0;
    end
    else if (mult_state == EXECUTE && (ctr_r != 5'h1F))begin
		ctr_c = ctr_r + 1'b1;
    end
end
always_ff @ (posedge clk, negedge resetn) begin
    if(~resetn) begin
        ctr_r     <= 5'h0;
        ctr_dup_r <= 5'h0;
    end
    else begin
        ctr_r     <= ctr_c;
        ctr_dup_r <= ctr_c;
    end
end
always_ff @ (posedge clk, negedge resetn) begin
    if(~resetn) begin
        A_r         <= {32{1'b0}};
        B_r         <= {32{1'b0}};
        sign_r      <= 1'b0;
        sign_res_r  <= 1'b0;
        up_or_low_r <= 1'b0;
        Product     <= {32{1'b0}};
        ready_o     <= 1'b0;
    end
    else begin
        if(mult_state == IDLE) begin
            if(enable_i) begin
                sign_r      <= sign_i;
                sign_res_r  <= A_i[31] != B_i[31];
                up_or_low_r <= up_or_low_i;
                if(A_i[31] & sign_i) begin
                    A_r[30:0] <= ~A_i[30:0] + 1'b1;
                    A_r[31]   <= 1'b0;
                end
                else begin
                    A_r       <= A_i;
                end
                if(B_i[31] & sign_i) begin
                    B_r[30:0] <= ~B_i[30:0] + 1'b1;
                    B_r[31]   <= 1'b0;
                end
                else begin
                    B_r       <= B_i;
                end
            end
        end
        if(mult_state == OUTPUT) begin
            ready_o <= 1'b1;
            case({(sign_r & sign_res_r), up_or_low_r, ProductInterim[63]})
                3'b000: Product <= ProductInterim[31:0];
                3'b001: Product <= ProductInterim[31:0];
                3'b010: Product <= ProductInterim[63:0];
                3'b011: Product <= ProductInterim[63:0];
                3'b100: Product <= ProductInterim[31:0];
                3'b101: Product <= ProductInterim_Neg[31:0];
                3'b111: Product <= {1'b1, ProductInterim_Neg[62:32]};
            endcase
        end
        else begin
            ready_o = 1'b0;
        end
    end
end
always_ff @ (posedge clk, negedge resetn) begin
    if(~resetn) begin
        ProductInterim <= {64{1'b0}};
        CarryInterim   <= {32{1'b0}};
    end
    else begin
        case(mult_state)
            IDLE: begin 
                  ProductInterim <= 64'h0;
                  CarryInterim   <= 32'h0;
            end
            EXECUTE: begin
                CarryInterim <= C_w;
                case(ctr_dup_r)
                    5'b0_0000: ProductInterim[31: 0] <= P_w;
                    5'b0_0001: ProductInterim[32: 1] <= P_w;
                    5'b0_0010: ProductInterim[33: 2] <= P_w;
                    5'b0_0011: ProductInterim[34: 3] <= P_w;
                    5'b0_0100: ProductInterim[35: 4] <= P_w;
                    5'b0_0101: ProductInterim[36: 5] <= P_w;
                    5'b0_0110: ProductInterim[37: 6] <= P_w;
                    5'b0_0111: ProductInterim[38: 7] <= P_w;
                    5'b0_1000: ProductInterim[39: 8] <= P_w;
                    5'b0_1001: ProductInterim[40: 9] <= P_w;
                    5'b0_1010: ProductInterim[41:10] <= P_w;
                    5'b0_1011: ProductInterim[42:11] <= P_w;
                    5'b0_1100: ProductInterim[43:12] <= P_w;
                    5'b0_1101: ProductInterim[44:13] <= P_w;
                    5'b0_1110: ProductInterim[45:14] <= P_w;
                    5'b0_1111: ProductInterim[46:15] <= P_w;
                    5'b1_0000: ProductInterim[47:16] <= P_w;
                    5'b1_0001: ProductInterim[48:17] <= P_w;
                    5'b1_0010: ProductInterim[49:18] <= P_w;
                    5'b1_0011: ProductInterim[50:19] <= P_w;
                    5'b1_0100: ProductInterim[51:20] <= P_w;
                    5'b1_0101: ProductInterim[52:21] <= P_w;
                    5'b1_0110: ProductInterim[53:22] <= P_w;
                    5'b1_0111: ProductInterim[54:23] <= P_w;
                    5'b1_1000: ProductInterim[55:24] <= P_w;
                    5'b1_1001: ProductInterim[56:25] <= P_w;
                    5'b1_1010: ProductInterim[57:26] <= P_w;
                    5'b1_1011: ProductInterim[58:27] <= P_w;
                    5'b1_1100: ProductInterim[59:28] <= P_w;
                    5'b1_1101: ProductInterim[60:29] <= P_w;
                    5'b1_1110: ProductInterim[61:30] <= P_w;
                    5'b1_1111: ProductInterim[62:31] <= P_w;
                endcase
            end
            PRODUCT_RES: begin
                ProductInterim[63:32] <= Pf_w;
            end
        endcase
    end
end
for(genvar i0 = 0; i0 < 32; i0++) begin : MULT_GENERATE
    logic m_A;
    logic m_B;
    logic m_Si;
    logic m_Ci;
    always_comb begin
        m_A  = 1'b0;
        m_B  = 1'b0;
        m_Si = 1'b0;
        m_Ci = 1'b0;
        if(mult_state == EXECUTE) begin
            m_A = A_r[i0];
            m_B = B_r[ctr_r];
            if(ctr_r != 5'h0) begin
                m_Si = ProductInterim[{1'b0, ctr_dup_r} + i0];
                m_Ci = CarryInterim[i0];
            end
        end
    end
    mult_core u_MULTCORE0 (
        .A_i  (m_A     ),
        .B_i  (m_B     ),
        .SP_i (m_Si    ),
        .C_i  (m_Ci    ),
        .P_o  (P_w[i0] ),
        .C_o  (C_w[i0] )
    ); 
end
// synthesis translate_off
wire [31:0] Pp_w = P_w;
wire AreEqual = (Pf_w == Pp_w) & (mult_state == PRODUCT_RES);
// synthesis translate_on
mult_csa32 MULT_FINAL (
    .C_i    (CarryInterim          ),   
    .SP_i   (ProductInterim[63:32] ),  
    .P_o    (Pf_w                  )
);
endmodule
[/design/flow/run.sh]
#!/bin/bash
# OpenROAD 26Q1-2900-gdf79404cd8, Yosys 0.63+post, stock flow scripts
make -C /OpenROAD-flow-scripts/flow DESIGN_CONFIG=/design/flow/config.mk WORK_HOME=/design/flow/orfs finish
[/design/flow/config.mk]
export PLATFORM = sky130hd
export DESIGN_NAME = multiplier
export DESIGN_NICKNAME = multiplier
export VERILOG_FILES = /design/flow/design.v
export SDC_FILE = /design/flow/constraint.sdc
export NUM_CORES = 4
export LEC_CHECK = 1
export CORE_UTILIZATION = 50
[/design/flow/constraint.sdc]
current_design multiplier

set clk_period 19.5
set clk_io_pct 0.2

create_clock -name clk0 -period $clk_period [get_ports {clk}]

set non_clock_inputs [all_inputs -no_clocks]
set_input_delay [expr $clk_period * $clk_io_pct] -clock clk0 $non_clock_inputs
set_output_delay [expr $clk_period * $clk_io_pct] -clock clk0 [all_outputs]
==> flow_summary.yaml <==
# synthesis and place-and-route metrics
status:
  outcome: "finished, final reports clean"
floorplanning:
  die_area_um2: 49300
  io_pins: 102
  die_h_um: 222
  rows: 80
  die_w_um: 222
  coreArea_um2: 47700
  fp-utilization_pct: 50.7
cts:
  cts_inserted_buffers: 25
  cts_setup_buffers: 0
  cts.repair.resized: 0
  cts_tree: "yes"
  clock_sinks: 205
  postCtsHoldBufs: 0
  htreeDepth: 1
  ctsRootBufferMaster: "clkbuf_16"
  cts.path.max_buffers: 3
  clkLatencyLatePin_ns: 0.58
  clk_pin_slew_ns: 0.06
timing:
  hold_viol_final: 0
  slew_headroom_pct: 18.9
  rsz0062_at_grt: "no"
  setup_violations: 0
  min_period_ns: 7.20
  setup_tns_ns: 0
  tightestPinTransition_ns: 1.21
  skew_ns: 0.0313
  max_freq_mhz: 139
  maxSlewViolCount: 0
  period_used_pct: 36.9
drt:
  vias: 30100
  wl_per_cell_um: 35.3
  totalWireLength_um: 133000
  drc_errors: 0
  antenna_left: 0
  drt-pass1-iter-count: 12
  drt-initial-drc-count: 5509
  post_drt_via_cell_ratio: 7.98
final_layout:
  design_area_um2: 26300
  syn_to_final_growth_pct: 8.46
  flop_area_um2: 5150
  final_cells: 3766
  drive_above_1_share_pct: 9.03
  comb_area_um2: 17400
  post-route-util_pct: 55.0
  nFillCells: 4250
logic_synthesis:
  synth_top_flop_cell: "dfrtp_1"
  yosysChipArea_um2: 24200
  edf_count: 0
  postSynthCellCount: 3255
  ys_cells: 3255
  synth.distinct_cells: 90
  synthArstFlopShare_pct: 100
  ys_ff: 205
  syn_area_per_cell_um2: 7.44
  syn_area_um2: 24200
  yosysSeqAreaShare_pct: 21.2
  yosys_warnings: 3
critical_path:
  cp-end-kind: "register"
  max_stage_delay_ns: 0.90
  cp_num_buf_inv: 4
  path_class: "register to register"
  crit_required_ns: 19.94
  critPathSlowestCell: "a311oi_1"
  crit_top_cell: "buf_4"
  crit_arrival_ns: 7.64
  critPathMaxFanout: 52
  cp_top_family: "AND-OR/OR-AND gates"
  critPathLaunchType: "register"
  path_cells: "inv_2 > buf_4 > nand2_1 > nand2_1 > nor2_1 > a311oi_1 > o21ai_0 > buf_4 > fa_1 > buf_4 > mux2i_1 > nand4_1 > o31ai_1 > nor4_1 > a41oi_1 > a21oi_1 > a21oi_1"
placed_design:
  hpwl_um: 84500
  globalplace.congestion: 1.15
  placed_area_um2: 25500
  port-buffer-count: 101
  dp.cells: 3717
worst_hold_path:
  hp-class: "register to register"
global_route:
  groute.usage.overall_pct: 55.7
  grt_pass1_wl_um: 195000
  grt.overflow.total: 0
  grt_pass1_vias: 28700
  antenna_found_initial: 6
  grt_max_degree: 116
job:
  openroad.warnings: 37
  drv_cap: 0
kinds of logic (layout without fill, tap and decap cells):
group	count (synthesis)	count (layout)	share of synthesized area (%)
AND/OR/NAND/NOR	1181	1181	23.1
AND-OR/OR-AND	1087	1087	29.4
buffers and inverters	427	317	6.98
flip-flops	205	205	21.2
multiplexers	150	150	9.28
XOR/XNOR	116	116	4.23
adder cells (fa/ha/maj)	89	89	5.81
other	0	6	0
layer usage:
| layer | vias up | GRT usage, % | wire, um |
|---|---|---|---|
| met5 | - | 4.50 | 184 |
| met4 | 10 | 31.9 | 11300 |
| met3 | 933 | 37.3 | 25300 |
| met2 | 3131 | 70.9 | 50200 |
| met1 | 14000 | 69.8 | 46100 |
| li1 | 12000 | - | - |
sequential cells by signal, summed over array words and instances (netlist names), 4 cells and up:
name	flops
ProductInterim	64
A_r	32
CarryInterim	32
B_r	32
mult_state	4
ctr_r	5
Product	32
metrics by stage:
| stage | hold slack [ns] | setup WS (ns) |
|---|---|---|
| final | 0.478 | 12.30 |
| after floorplan | 0.412 | 13.63 |
| after detailed placement | 0.471 | 12.77 |
| after CTS | 0.484 | 13.13 |
| after global placement | 0.457 | 12.81 |
| after global routing | 0.507 | 12.20 |
placed cells by master, fill, tap and decap left out, types with 71 or more instances in the layout:
cell type and count:
mux2i_1 76, a21oi_1 107, buf_4 116, nor4_1 71, o22ai_1 350, dfrtp_1 199
clkdlybuf4s50_1 100, nand2_1 456, nor2_1 285, nor3_1 79, o21ai_0 240
area by class of cell:
class / count / area share (%)
clock inverter: 11 / 0.343
timing repair buffer: 218 / 7.26
antenna: 6 / 0.0572
tap: 615 / 2.93
sequential: 205 / 19.6
clock buffer: 32 / 2.67
multi-input combinational: 2623 / 66.3
inverter: 56 / 0.801
final timing paths:
kind / end / from / cells past startpoint / slack [ns]
max: ProductInterim[42]$_DFFE_PN0P_ / ctr_r[2]$_DFFE_PN0P_ / 17 / 12.30
min: B_r[22]$_DFFE_PN0P_ / B_r[22]$_DFFE_PN0P_ / 2 / 0.48
min reg2reg: B_r[22]$_DFFE_PN0P_ / B_r[22]$_DFFE_PN0P_ / 2 / 0.48
max in group asynchronous: ctr_r[4]$_DFFE_PN0P_ / resetn / 3 / 14.33
max reg2reg: ProductInterim[42]$_DFFE_PN0P_ / ctr_r[2]$_DFFE_PN0P_ / 17 / 12.30
min in group asynchronous: ProductInterim[9]$_DFFE_PN0P_ / resetn / 1 / 3.27
tightest hold or removal path: cells and delay by family, from the launching register on:
family | cells | cell delay, ns
simple gates | 1 | 0.05
flops | 1 | 0.33
compound gates | 1 | 0.06
Yosys cell counts (31+ instances only):
cell type    n  area (um^2)
nand2_1    457         1720
o22ai_1    350         2190
nor2_1     286         1070
clkbuf_1   281         1050
o21ai_0    240         1200
dfrtp_1    204         5100
a21oi_1    108          541
nor3_1      79          395
mux2i_1     76          761
nor4_1      71          444
xnor2_1     69          604
nand3_1     67          335
mux4_2      58         1310
inv_1       55          206
ha_1        50          626
xor2_1      46          403
buf_2       45          225
buf_1       40          150
fa_1        39          781
o31ai_1     38          285
a21o_1      37          278
a31oi_1     36          225
or3_1       31          194
