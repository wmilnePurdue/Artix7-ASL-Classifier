$ cat ./config.mk
export PLATFORM = sky130hd
export DESIGN_NAME = softmax
export DESIGN_NICKNAME = softmax
export VERILOG_FILES = /design/flow/design.v
export SDC_FILE = /design/flow/constraint.sdc
export NUM_CORES = 4
export LEC_CHECK = 1
export CORE_UTILIZATION = 30
$ cat ./constraint.sdc
current_design softmax

set clk_period 9.9
set clk_io_pct 0.2

create_clock -name clk0 -period $clk_period [get_ports {clk}]

set non_clock_inputs [all_inputs -no_clocks]
set_input_delay [expr $clk_period * $clk_io_pct] -clock clk0 $non_clock_inputs
set_output_delay [expr $clk_period * $clk_io_pct] -clock clk0 [all_outputs]
$ cat ./design.v
localparam [4:0] ADD      = 5'b0_0000;
localparam [4:0] SUB      = 5'b0_0001;
localparam [4:0] MULT     = 5'b0_0010;  
localparam [4:0] DIV      = 5'b0_0011;  
localparam [4:0] MOV      = 5'b0_0100;
localparam [4:0] OR       = 5'b0_0101;
localparam [4:0] AND      = 5'b0_0110;
localparam [4:0] INV      = 5'b0_0111;
localparam [4:0] SLL      = 5'b0_1000;
localparam [4:0] SRR      = 5'b0_1001;						  
localparam [4:0] JEQ      = 5'b0_1010;
localparam [4:0] JNEQ     = 5'b0_1011; 
localparam [4:0] JGR      = 5'b0_1100;  
localparam [4:0] JLT      = 5'b0_1101;  
localparam [4:0] CALL     = 5'b0_1110; 
localparam [4:0] RET      = 5'b0_1111;
localparam [4:0] SW8_0    = 5'b1_0000;
localparam [4:0] SW8_1    = 5'b1_0001;
localparam [4:0] SW8_2    = 5'b1_0010;
localparam [4:0] SW8_3    = 5'b1_0011;
localparam [4:0] SW16_0   = 5'b1_0100;
localparam [4:0] SW16_1   = 5'b1_0101;
localparam [4:0] SW32     = 5'b1_0110;
localparam [4:0] IMMI_L   = 5'b1_0111;
localparam [4:0] LW8_0    = 5'b1_1000;
localparam [4:0] LW8_1    = 5'b1_1001;
localparam [4:0] LW8_2    = 5'b1_1010;
localparam [4:0] LW8_3    = 5'b1_1011;
localparam [4:0] LW16_0   = 5'b1_1100;
localparam [4:0] LW16_1   = 5'b1_1101;
localparam [4:0] LW32     = 5'b1_1110;
localparam [4:0] IMMI_H   = 5'b1_1111;
`timescale 1ns / 1ps
module softmax #  (
    parameter DATA_WIDTH = 16
)(
    input        clk,
    input        resetn,
    input [24*DATA_WIDTH-1:0]  data_in,
    input        valid_i,
    output [DATA_WIDTH-1:0] data_out,
    output [4:0] idx_out,
    output logic valid_o    
);
wire [DATA_WIDTH-1:0] data_stage_0 [5:0];
wire [4:0] idx_stage_0  [5:0];
wire [DATA_WIDTH-1:0] data_stage_1 [1:0];
wire [4:0] idx_stage_1  [1:0];
logic [1:0] valid_temp;
logic [DATA_WIDTH-1:0] data_in_arr [23:0];
integer j;
always @ (*)
begin
    for (j=0; j<24; j=j+1) begin
        data_in_arr[j]  = data_in[DATA_WIDTH*j +: DATA_WIDTH];
    end
end
always_ff @ (posedge clk, negedge resetn) begin
    if(~resetn) begin 
        valid_o       <= 1'b0;
        valid_temp    <= 2'b00;
    end
    else begin
        valid_temp[0] <= valid_i;
        valid_temp[1] <= valid_temp[0];
        valid_o       <= valid_temp[1];
    end
end
for(genvar i0 = 0; i0 < 23; i0 = i0 + 4) begin : STAGE_1
    localparam IDX_0     = i0;
    localparam IDX_1     = i0 + 1;
    localparam IDX_2     = i0 + 2;
    localparam IDX_3     = i0 + 3;
    localparam IDX_1_CHK = (IDX_1 < 29) ? 1 : 0;
    localparam IDX_2_CHK = (IDX_2 < 29) ? 1 : 0;
    localparam IDX_3_CHK = (IDX_3 < 29) ? 1 : 0;
    localparam NUM_INPUT   = 1 + IDX_1_CHK + IDX_2_CHK + IDX_3_CHK;
    localparam OUT_IDX     = i0 / 4;
    wire [4:0] index_0 = IDX_0;
    wire [4:0] index_1 = IDX_1;
    wire [4:0] index_2 = IDX_2;
    wire [4:0] index_3 = IDX_3;
    wire [DATA_WIDTH-1:0] data_0;
    wire [DATA_WIDTH-1:0] data_1;
    wire [DATA_WIDTH-1:0] data_2;
    wire [DATA_WIDTH-1:0] data_3;
    assign data_0 = data_in_arr[IDX_0];
    if(IDX_1_CHK) begin
        assign data_1 = data_in_arr[IDX_1];
    end
    else begin
        assign data_1 = {DATA_WIDTH{1'b1}};
    end
    if(IDX_2_CHK) begin
        assign data_2 = data_in_arr[IDX_2];
    end
    else begin
        assign data_2 = {DATA_WIDTH{1'b1}};
    end
    if(IDX_3_CHK) begin
        assign data_3 = data_in_arr[IDX_3];
    end
    else begin
        assign data_3 = {DATA_WIDTH{1'b1}};
    end
    softmax_core # (
        .NUM_INPUT (NUM_INPUT),
        .DATA_WIDTH(DATA_WIDTH)
    ) CORE_N (
        .clk     (clk                    ),
        .resetn  (resetn                 ),
		.index_0 (index_0                ),
		.data_0  (data_0                 ),
		.index_1 (index_1                ),
		.data_1  (data_1                 ),
		.index_2 (index_2                ),
		.data_2  (data_2                 ),
		.index_3 (index_3                ),
		.data_3  (data_3                 ),
        .index_o (idx_stage_0  [OUT_IDX] ),
        .data_o  (data_stage_0 [OUT_IDX] )
    );
end
softmax_core # (
   .DATA_WIDTH(DATA_WIDTH),
   .NUM_INPUT (4)
) STAGE_2_CORE_0 (
    .clk     (clk              ),
    .resetn  (resetn           ),
	.index_0 (idx_stage_0  [0] ),
	.data_0  (data_stage_0 [0] ),
	.index_1 (idx_stage_0  [1] ),
	.data_1  (data_stage_0 [1] ),
	.index_2 (idx_stage_0  [2] ),
	.data_2  (data_stage_0 [2] ),
	.index_3 (idx_stage_0  [3] ),
	.data_3  (data_stage_0 [3] ),
    .index_o (idx_stage_1  [0] ),
    .data_o  (data_stage_1 [0] )
);
softmax_core # (
   .DATA_WIDTH(DATA_WIDTH),
   .NUM_INPUT (2)
) STAGE_2_CORE_1 (
    .clk     (clk              ),
    .resetn  (resetn           ),
	.index_0 (idx_stage_0  [4] ),
	.data_0  (data_stage_0 [4] ),
	.index_1 (idx_stage_0  [5] ),
	.data_1  (data_stage_0 [5] ),
	.index_2 (5'h0             ),
	.data_2  ({DATA_WIDTH{1'b1}}),
	.index_3 (5'h0             ),
	.data_3  ({DATA_WIDTH{1'b1}}      ),
    .index_o (idx_stage_1  [1] ),
    .data_o  (data_stage_1 [1] )
);
softmax_core # (
   .DATA_WIDTH(DATA_WIDTH),
    .NUM_INPUT (2)
) FINAL_STAGE (
    .clk     (clk              ),
    .resetn  (resetn           ),
	.index_0 (idx_stage_1  [0] ),
	.data_0  (data_stage_1 [0] ),
	.index_1 (idx_stage_1  [1] ),
	.data_1  (data_stage_1 [1] ),
	.index_2 (5'h0             ),
	.data_2  ({DATA_WIDTH{1'b1}}       ),
	.index_3 (5'h0             ),
	.data_3  ({DATA_WIDTH{1'b1}}       ),
    .index_o (idx_out          ),
    .data_o  (data_out         )
);
endmodule
`timescale 1ns / 1ps
module softmax_core #  (
    parameter NUM_INPUT = 4,
    parameter DATA_WIDTH = 16
)(
    input              clk,
    input              resetn,
    input        [4:0] index_0, 
    input        [DATA_WIDTH-1:0] data_0,
    input        [4:0] index_1, 
    input        [DATA_WIDTH-1:0] data_1,
    input        [4:0] index_2, 
    input        [DATA_WIDTH-1:0] data_2,
    input        [4:0] index_3, 
    input        [DATA_WIDTH-1:0] data_3,
    output logic [4:0] index_o,
    output logic [DATA_WIDTH-1:0] data_o
);
wire [4:0] first_stage_idx;
wire [DATA_WIDTH-1:0] first_stage_data;
wire [4:0] second_stage_idx;
wire [DATA_WIDTH-1:0] second_stage_data;
if(NUM_INPUT >= 2) begin
    wire [DATA_WIDTH-1:0] data_0_expand  = {~data_0[DATA_WIDTH-1], data_0[DATA_WIDTH-2:0]};
    wire [DATA_WIDTH-1:0] data_1_expand  = {~data_1[DATA_WIDTH-1], data_1[DATA_WIDTH-2:0]};
    assign first_stage_idx    = (data_1_expand > data_0_expand) ? index_1 : index_0;
    assign first_stage_data   = (data_1_expand > data_0_expand) ? data_1  : data_0;
end
if(NUM_INPUT == 3) begin
    wire [DATA_WIDTH-1:0] first_stage_data_expand = {~first_stage_data[DATA_WIDTH-1], first_stage_data[DATA_WIDTH-2:0]};
    wire [DATA_WIDTH-1:0] data_2_expand           = {~data_2[DATA_WIDTH-1], data_2[DATA_WIDTH-2:0]}; 
    assign second_stage_idx            = (first_stage_data_expand > data_2_expand) ? first_stage_idx  : index_2;
    assign second_stage_data           = (first_stage_data_expand > data_2_expand) ? first_stage_data : data_2;
end
else begin
    wire [DATA_WIDTH-1:0] data_2_expand           = {~data_2[DATA_WIDTH-1], data_2[DATA_WIDTH-2:0]}; 
    wire [DATA_WIDTH-1:0] data_3_expand           = {~data_3[DATA_WIDTH-1], data_3[DATA_WIDTH-2:0]}; 
    wire [DATA_WIDTH-1:0] first_stage_data_expand = {~first_stage_data[DATA_WIDTH-1], first_stage_data[DATA_WIDTH-2:0]};
    wire [4:0] interim_idx             = (data_3_expand > data_2_expand) ? index_3  : index_2;
    wire [DATA_WIDTH-1:0] interim_data            = (data_3_expand > data_2_expand) ? data_3   : data_2;
    wire [DATA_WIDTH-1:0] interim_data_expand     =  {~interim_data[DATA_WIDTH-1], interim_data[DATA_WIDTH-2:0]}; 
    assign second_stage_idx  = (interim_data_expand > first_stage_data_expand) ? interim_idx  : first_stage_idx;
    assign second_stage_data = (interim_data_expand > first_stage_data_expand) ? interim_data : first_stage_data;
end
always_ff @ (posedge clk, negedge resetn) begin
    if(~resetn) begin
        index_o <= 5'h0;
        data_o  <= {DATA_WIDTH{1'b0}};
    end
    else begin
        if (NUM_INPUT == 1) begin
            index_o <= index_0;
            data_o  <= data_0;
        end
        else if (NUM_INPUT == 2) begin
            index_o <= first_stage_idx;
            data_o  <= first_stage_data;
        end
        else begin
            index_o <= second_stage_idx;
            data_o  <= second_stage_data;
        end
    end
end
endmodule
$ cat ./run.sh
#!/bin/bash
# OpenROAD 26Q1-2900-gdf79404cd8, Yosys 0.63+post, stock flow scripts
make -C /OpenROAD-flow-scripts/flow DESIGN_CONFIG=/design/flow/config.mk WORK_HOME=/design/flow/orfs finish
==> flow_metrics.py <==
# Metrics from the implementation run
metrics = {
    "run_status": {
        "run_status": "completed",
    },
    "cts": {
        "path_clk_slew_ns": 0.07,
        "postCtsHoldBufs": 0,
        "ctsRootBufferMaster": "sky130_fd_sc_hd__clkbuf_16",
        "resized_gates_after_cts": 0,
        "cts_tree": "done",
        "cts_inserted_buffers": 17,
        "cts.path.max_buffers": 2,
        "post-cts-setup-buffer-count": 0,
        "clock_tree.htree_level_count": 4,
        "clock.latency.late_pin_ns": 0.44,
        "clock_sink_count": 173,
    },
    "min_path": {
        "min_path_type": "reg2reg",
        "holdCritStartpoint": "valid_temp[1]$_DFF_PN0_",
        "end_point_of_the_most_critical_hold_path": "valid_o$_DFF_PN0_",
        "hold_path_stages": 0,
    },
    "place": {
        "postPlaceCellArea_sq_mm": 0.0238,
        "detailedPlace.worstSlack_ns": 2.75,
        "placed_cells_incl_taps": 3244,
        "gp_congestion": 0.924,
        "io_buffers": 408,
        "hpwl_um": 49400,
    },
    "global_routing": {
        "grt_first_pass_wirelength_um": 88700,
        "grt_start_max_net_pins": 104,
        "grt-ovfl-total": 0,
        "grt_util_all_layers_pct": 18.4,
        "antenna_found_initial": 0,
        "first_global_vias": 15800,
    },
    "setup_path": {
        "critical_path.slowest_cell": "sky130_fd_sc_hd__a32oi_2",
        "critical_path_arrival_ns": 7.02,
        "crit_path_end_kind": "flop",
        "reg2reg_setup_slack_ns": 4.97,
        "crit_path_max_incr_delay_ns": 0.68,
        "ff2ff_path_depth": 15,
        "critical_path.reg2reg.startpoint": "STAGE_1[0].CORE_N.data_o[15]$_DFF_PN0_",
        "cp.required_ns": 10.22,
        "criticalPathCategory": "in2reg",
        "critical_path.startpoint_type": "primary input",
        "crit_fanout": 13,
        "series_of_cell_instances_along_the_critical_path": "clkdlybuf4s50_1 > inv_1 > ha_1 > nand4_1 > nor4_1 > o21ai_0 > a32oi_2 > buf_4 > mux2i_1 > inv_1 > ha_1 > a21oi_1 > nor2_1 > a211oi_1 > o21ai_0 > o31ai_4 > buf_4 > mux2_2",
        "crit-reg2reg-capture": "STAGE_2_CORE_0.data_o[11]$_DFF_PN0_",
    },
    "timing": {
        "whs_ns": 0.356,
        "fin_tns_setup_ns": 0,
        "grt_setup_unrepaired": "no",
        "fin_crit_sh_pct": 67.7,
        "finalWorstPathRequiredPeriod_ns": 6.70,
        "final.setup.worst_slack_ns": 3.20,
        "clock-skew-final_ns": 0.0152,
        "tightestPinTransition_ns": 1.04,
        "setup_violations": 0,
        "finalHoldViolations": 0,
        "upper_clock_frequency_limit_mhz": 149,
        "slew_violations": 0,
        "slew_headroom_pct": 30.6,
    },
    "cells_and_area": {
        "layout-drive-gt1-share_pct": 5.78,
        "finish.instance_area_sq_mm": 0.0244,
        "post_layout_nonfiller_instances": 3276,
        "finish.utilization_pct": 39.5,
        "final_layout_top_logic_cell": "sky130_fd_sc_hd__clkdlybuf4s50_1",
        "commonest_non_fill_non_tap_cells_in_the_layout": "sky130_fd_sc_hd__clkdlybuf4s50_1, sky130_fd_sc_hd__inv_1, sky130_fd_sc_hd__ha_1",
        "syn2layout_area_growth_pct": 29.8,
    },
    "power_and_ir_drop": {
        "pwr_density_cell_mw_per_mm2": 171,
        "design_power_total_mw": 4.17,
        "power.ir.vdd_worst_v": 0.000204,
        "p_leak_nw": 11.9,
    },
    "logic_synthesis": {
        "synth-async-reset-ratio_pct": 100,
        "yosys_area_sq_mm": 0.0188,
        "most_frequently_used_flop_master_after_synthesis": "sky130_fd_sc_hd__dfrtp_1",
        "synth.top_cell.area_share_pct": 24.5,
        "synthCells": 2044,
        "enable_flop_cells": 0,
        "syn_area_per_cell_sq_um": 9.20,
        "mappedNetlistArea_sq_mm": 0.0188,
        "total_of_warnings_raised_by_yosys": 5,
        "ys_cells": 2044,
        "synth_cell_types": 51,
        "yosys_register_bits": 173,
        "yosysTopAreaCell": "sky130_fd_sc_hd__ha_1",
        "post_synth_area_hogs": "sky130_fd_sc_hd__ha_1, sky130_fd_sc_hd__dfrtp_1, sky130_fd_sc_hd__mux2i_1",
        "ys_seq_share_pct": 23.0,
    },
    "detailed_routing": {
        "final_antenna_net_count": 0,
        "drt_pass1_iterations": 5,
        "route.antenna.diode_count": 0,
        "wirelength_um": 57800,
        "vias_per_cell": 4.88,
        "wire_per_inst_um": 17.6,
        "drtIter0Drc": 682,
        "drc_errors": 0,
        "vias": 16000,
    },
    "floorplan": {
        "dieHeight_um": 252,
        "chip_area_sq_mm": 0.0637,
        "die_span_in_x_um": 252,
        "rows": 91,
        "placeableCoreArea_sq_mm": 0.0618,
        "design.portCount": 409,
        "fp_util_pct": 30.4,
    },
    "flow_run": {
        "warnings": 27,
        "count_of_max_cap_constraint_violations": 0,
    },
}
-- where the power goes --
group	switching, mW	leakage, nW	internal [mW]
logic	1.26	9.53	1.14
clock network	0.315	0.280	0.343
registers	0.154	2.05	0.960
-- routing by layer --
| metal | wire [um] | track usage (%) | vias up |
|---|---|---|---|
| met4 | 792 | 2.16 | 0 |
| met3 | 1920 | 1.41 | 35 |
| li1 | - | - | 8194 |
| met2 | 27700 | 30.6 | 312 |
| met1 | 27400 | 27.0 | 7450 |
| met5 | 0 | 0 | - |
-- worst max-delay path, delay by kind of cell --
kind,cells,cell delay (ns)
simple gates,3,0.71
fa+ha+maj,2,0.61
compound gates,6,1.80
buf+inv,5,1.27
mux,2,0.65
-- sequential cells by signal, indices dropped and copies added (netlist names) --
name	cells
STAGE_2_CORE_0.data_o	16
valid_temp	2
STAGE_1.CORE_N.data_o	96
valid_o	1
FINAL_STAGE.index_o	5
STAGE_1.CORE_N.index_o	13
FINAL_STAGE.data_o	16
STAGE_2_CORE_1.data_o	16
STAGE_2_CORE_0.index_o	4
STAGE_2_CORE_1.index_o	4
-- kinds of logic after synthesis --
group / count (synthesis) / share of synthesized area [%]
fa+ha+maj: 368 / 24.5
other cells: 1 / 0.0199
mux: 336 / 18.2
flops: 173 / 23.0
compound gates: 440 / 16.3
buf+inv: 455 / 10.2
simple gates: 271 / 7.79
-- layout make-up --
class / instances / area, sq um
Fill cell: 5832 / 37400
Inverter: 381 / 1430
Timing Repair Buffer: 437 / 4320
Clock buffer: 18 / 439
Sequential cell: 173 / 4330
Multi-Input combinational cell: 1416 / 12700
Tap cell: 837 / 1050
Clock inverter: 14 / 148
-- how the worst max path moves through the flow --
stage	start	endpoint	slack (ns)
6_report	data_in[63]	STAGE_1[0].CORE_N.index_o[0]$_DFF_PN0_	3.20
5_1_grt	data_in[63]	STAGE_1[0].CORE_N.index_o[0]$_DFF_PN0_	2.78
4_1_cts	data_in[63]	STAGE_1[0].CORE_N.index_o[0]$_DFF_PN0_	3.17
-- synth_stat cells, types with 3 or more instances --
| cell type | count |
|---|---|
| sky130_fd_sc_hd__buf_2 | 22 |
| sky130_fd_sc_hd__buf_6 | 6 |
| sky130_fd_sc_hd__nand3_1 | 6 |
| sky130_fd_sc_hd__nor2_1 | 48 |
| sky130_fd_sc_hd__nor3_1 | 5 |
| sky130_fd_sc_hd__a211oi_1 | 25 |
| sky130_fd_sc_hd__a2111o_1 | 8 |
| sky130_fd_sc_hd__and2_1 | 4 |
| sky130_fd_sc_hd__mux2i_1 | 293 |
| sky130_fd_sc_hd__a2bb2oi_1 | 6 |
| sky130_fd_sc_hd__a31oi_2 | 5 |
| sky130_fd_sc_hd__a211oi_2 | 4 |
| sky130_fd_sc_hd__or3_1 | 3 |
| sky130_fd_sc_hd__o21ai_0 | 43 |
| sky130_fd_sc_hd__o21a_1 | 12 |
| sky130_fd_sc_hd__o32ai_1 | 42 |
| sky130_fd_sc_hd__mux2_2 | 43 |
| sky130_fd_sc_hd__nor4_1 | 13 |
| sky130_fd_sc_hd__nand2b_1 | 7 |
| sky130_fd_sc_hd__buf_4 | 26 |
| sky130_fd_sc_hd__dfrtp_1 | 173 |
| sky130_fd_sc_hd__o31ai_1 | 15 |
| sky130_fd_sc_hd__nand2_1 | 64 |
| sky130_fd_sc_hd__nand4_1 | 77 |
| sky130_fd_sc_hd__inv_1 | 381 |
| sky130_fd_sc_hd__a2111oi_4 | 3 |
| sky130_fd_sc_hd__clkbuf_1 | 16 |
| sky130_fd_sc_hd__a21oi_1 | 115 |
| sky130_fd_sc_hd__nor2b_1 | 32 |
| sky130_fd_sc_hd__a32oi_1 | 3 |
| sky130_fd_sc_hd__buf_8 | 3 |
| sky130_fd_sc_hd__a31oi_1 | 49 |
| sky130_fd_sc_hd__a21o_1 | 28 |
| sky130_fd_sc_hd__ha_1 | 368 |
| sky130_fd_sc_hd__a41oi_1 | 4 |
| sky130_fd_sc_hd__o31a_1 | 4 |
| sky130_fd_sc_hd__o211ai_1 | 70 |
Power and IR drop assume default switching activity.
